## flow/config.mk

```make
export PLATFORM = sky130hd
export DESIGN_NAME = regfile
export DESIGN_NICKNAME = regfile
export VERILOG_FILES = /design/flow/design.v
export SDC_FILE = /design/flow/constraint.sdc
export NUM_CORES = 4
export LEC_CHECK = 1
export CORE_UTILIZATION = 50
```

## flow/constraint.sdc

```tcl
current_design regfile

set clk_period 1.5
set clk_io_pct 0.2

create_clock -name clk0 -period $clk_period [get_ports {clk}]

set non_clock_inputs [all_inputs -no_clocks]
set_input_delay [expr $clk_period * $clk_io_pct] -clock clk0 $non_clock_inputs
set_output_delay [expr $clk_period * $clk_io_pct] -clock clk0 [all_outputs]
```

## flow/design.v

```verilog
module regfile
(
    input clk,
    input rst_n,
    input cs,
    input wren,
    input[4:0] reg_addr,
    input[31:0] data_in,
    output reg [31:0] data_out
);
    reg  [31:0] reg0;
    reg  [31:0] reg1;
    reg  [31:0] reg2;
    reg  [31:0] reg3;
    reg  [31:0] reg4;
    reg  [31:0] reg5;
    wire  [3:0] byte_cs;
    assign byte_cs = 4'b1111;
always @(posedge clk or negedge rst_n)
begin
    if(~rst_n) reg0<=#1 32'h0000_0000;
    else
	if((cs==1'b1)&& (reg_addr==5'h00) && (wren==1'b1))  
        begin
            if(byte_cs[0]==1'b1)  reg0[7:0]<=#1 data_in[7:0];
            if(byte_cs[1]==1'b1)  reg0[15:8]<=#1 data_in[15:8];
            if(byte_cs[2]==1'b1)  reg0[23:16]<=#1 data_in[23:16];
            if(byte_cs[3]==1'b1)  reg0[31:24]<=#1 data_in[31:24];
	end 
end	 
always @(posedge clk or negedge rst_n)
begin
    if(~rst_n) reg1<=#1 32'h0000_0000;
    else
	if((cs==1'b1)&& (reg_addr==5'h01) && (wren==1'b1))  
        begin
            if(byte_cs[0]==1'b1)  reg1[7:0]<=#1 data_in[7:0];
            if(byte_cs[1]==1'b1)  reg1[15:8]<=#1 data_in[15:8];
            if(byte_cs[2]==1'b1)  reg1[23:16]<=#1 data_in[23:16];
            if(byte_cs[3]==1'b1)  reg1[31:24]<=#1 data_in[31:24];
	end 
end	 
always @(posedge clk or negedge rst_n)
begin
    if(~rst_n) reg2<=#1 32'h0000_0000;
    else
	if((cs==1'b1)&& (reg_addr==5'h02) && (wren==1'b1))  
        begin
            if(byte_cs[0]==1'b1)  reg2[7:0]<=#1 data_in[7:0];
            if(byte_cs[1]==1'b1)  reg2[15:8]<=#1 data_in[15:8];
            if(byte_cs[2]==1'b1)  reg2[23:16]<=#1 data_in[23:16];
            if(byte_cs[3]==1'b1)  reg2[31:24]<=#1 data_in[31:24];
	end 
end	
always @(posedge clk or negedge rst_n)
begin
    if(~rst_n) reg3<=#1 32'h0000_0000;
    else
	if((cs==1'b1)&& (reg_addr==5'h03) && (wren==1'b1))  
        begin
            if(byte_cs[0]==1'b1)  reg3[7:0]<=#1 data_in[7:0];
            if(byte_cs[1]==1'b1)  reg3[15:8]<=#1 data_in[15:8];
            if(byte_cs[2]==1'b1)  reg3[23:16]<=#1 data_in[23:16];
            if(byte_cs[3]==1'b1)  reg3[31:24]<=#1 data_in[31:24];
	end 
end	
always @(posedge clk or negedge rst_n)
begin
    if(~rst_n) reg4<=#1 32'h0000_0000;
    else
	if((cs==1'b1)&& (reg_addr==5'h04) && (wren==1'b1))  
        begin
            if(byte_cs[0]==1'b1)  reg4[7:0]<=#1 data_in[7:0];
            if(byte_cs[1]==1'b1)  reg4[15:8]<=#1 data_in[15:8];
            if(byte_cs[2]==1'b1)  reg4[23:16]<=#1 data_in[23:16];
            if(byte_cs[3]==1'b1)  reg4[31:24]<=#1 data_in[31:24];
	end 
end	
always @(posedge clk or negedge rst_n)
begin
    if(~rst_n) reg5<=#1 32'h0000_0000;
    else
	if((cs==1'b1)&& (reg_addr==5'h05) && (wren==1'b1))  
        begin
            if(byte_cs[0]==1'b1)  reg5[7:0]<=#1 data_in[7:0];
            if(byte_cs[1]==1'b1)  reg5[15:8]<=#1 data_in[15:8];
            if(byte_cs[2]==1'b1)  reg5[23:16]<=#1 data_in[23:16];
            if(byte_cs[3]==1'b1)  reg5[31:24]<=#1 data_in[31:24];
	end 
end	
always @(posedge clk or negedge rst_n)
begin
    if(~rst_n) data_out<=#1 32'h0000_0000;
    else
	if((cs==1'b1) && (wren==1'b0))
	begin
            case(reg_addr)
	 	5'h0:	data_out<= #1 reg0;
	 	5'h1:	data_out<= #1 reg1;
	 	5'h2:	data_out<= #1 reg2;
	 	5'h3:	data_out<= #1 reg3;
	 	5'h4:	data_out<= #1 reg4;
	 	5'h5:	data_out<= #1 reg5;
		default:data_out<= #1 32'h0;
	    endcase
	end
end	 
endmodule
```

## flow/run.sh

```bash
#!/bin/bash
# OpenROAD 26Q1-2900-gdf79404cd8, Yosys 0.63+post, stock flow scripts
make -C /OpenROAD-flow-scripts/flow DESIGN_CONFIG=/design/flow/config.mk WORK_HOME=/design/flow/orfs finish
```

==> results.rst <==
Flow metrics
------------

.. list-table::
   :header-rows: 1

   * - Metric
     - Value
   * - Run status
     - finished with violations
   * - Violations in the final reports
     - hold timing
   * - Arithmetic-cell share of the synthesized area counting full adders, half adders and majority gates
     - 0%
   * - Leakage power figure
     - 6.14 nW
   * - Clk ins delay skew pair
     - 0.52 ns
   * - Global-route wire length before repair
     - 38.7 mm
   * - FP Rows
     - 51
   * - Overall power after layout
     - 14.8 mW
   * - Most common reg cell
     - sky130_fd_sc_hd__dfrtp_1
   * - Period utilization
     - 99.0%
   * - Netlist area before placement
     - 0.00996 mm2
   * - Most frequently placed logic cells in the final layout
     - sky130_fd_sc_hd__dfrtp_1, sky130_fd_sc_hd__mux2_2, sky130_fd_sc_hd__mux2_4
   * - Number of logic stages on the critical path including buffering
     - 9
   * - Total Die Area
     - 0.0205 mm2
   * - Warnings, synthesis
     - 1
   * - Ranking of synthesized cells by area
     - sky130_fd_sc_hd__dfrtp_1, sky130_fd_sc_hd__mux2_2, sky130_fd_sc_hd__mux2i_1
   * - Overall fraction of global-route tracks in use
     - 26.6%
   * - Final setup violation count
     - 0
   * - Flip-flop and latch count after synthesis
     - 224
   * - Post-synthesis sequential area ratio
     - 56.3%
   * - CP Buf/Inv Count
     - 5
   * - DRC Markers
     - 0
   * - Max-cap viol count
     - 0
   * - Maximum clock frequency
     - 0.673 GHz
   * - Yosys Chip Area
     - 0.00996 mm2
   * - Synth Instances
     - 702
   * - Dpl cells
     - 1058
   * - HPWL after DPL
     - 15.0 mm
   * - Worst R2R Path Depth
     - 4
   * - Post-route cell area
     - 0.0128 mm2
   * - Multiplexer share of the synthesized area
     - 30.2%
   * - RSZ-0062 raised after global routing
     - yes
   * - Max stage delay cell, worst path
     - sky130_fd_sc_hd__mux2_2
   * - Count of routing violations after the opening detailed-route iteration
     - 260
   * - Arrival @ worst endpoint
     - 1.88 ns
   * - Worst IR Drop VDD
     - 0.000952 V
   * - Share of the synthesized area in the top cell type
     - 56.3%
   * - Number of global-route vias before repair
     - 6827
   * - Die x size
     - 143 um
   * - Average wire length per cell after detail routing
     - 21.5 um
   * - Final hold violation count
     - 46
   * - Max Buffers Root-to-Sink
     - 3
   * - Critical Path Start Type
     - input pin
   * - Final clock skew
     - 0.0146 ns
   * - Count of library flops with an enable pin
     - 0
   * - Slowest cell delay on critical path
     - 0.33 ns
   * - Most numerous logic cell after layout
     - sky130_fd_sc_hd__dfrtp_1
   * - I/O pin count
     - 73
   * - Crit-path leading delay family
     - buffers and inverters
   * - Maximum number of pins on one net before global-route repair
     - 54
   * - Hold slack
     - -0.277 ns
   * - Slew @ Worst Pin
     - 0.540 ns
   * - Yosys Instances
     - 702
   * - Avg Vias per Cell
     - 5.61
   * - Maximum fanout along the worst path
     - 7
   * - Initial Util
     - 51.0%
   * - Drt first pass iters
     - 4
   * - Fraction of registers with async set/reset
     - 100%
   * - Post-detailed-route count of antenna-violating nets
     - 0
   * - Worst Hold Class
     - in -> async
   * - Final wirelength
     - 24.3 mm
   * - Area growth from synthesis to final layout
     - 28.1%
   * - Compound-Gate Fraction of Synth Area
     - 6.21%
   * - Weighted congestion at the end of routability-driven global placement
     - 0.847
   * - Area after DPL
     - 0.0116 mm2
   * - Num Clock Sinks
     - 224
   * - Ordered list of cells on the worst path
     - buf_2, nor3_4, nand3_2, buf_6, buf_4, nor2_4, buf_12, clkbuf_16, mux2_2
   * - Vert. Die Dim
     - 143 um
   * - Dominant combinational family
     - multiplexers
   * - Synthesized area per cell
     - 14.2 um2
   * - Final worst path period need
     - 1.49 ns
   * - Master cell of the clock root buffer
     - sky130_fd_sc_hd__clkbuf_16
   * - Via Count
     - 6330
   * - Synth area leader
     - sky130_fd_sc_hd__dfrtp_1
   * - Required time of the critical path
     - 1.89 ns
   * - Warning total across the stage logs
     - 29
   * - Port bufs
     - 72
   * - Type of the setup path with the least slack
     - in -> reg
   * - Area fraction in and, or, nand and nor cells
     - 4.56%
   * - Max-slew violations
     - 0
   * - TritonCTS clock tree
     - built
   * - Worst relative slew slack
     - 63.7%
   * - Residual overflow from global routing
     - 0
   * - Initial antenna violation count
     - 1
   * - Filler-free cell count of the finished design
     - 1128
   * - Core footprint
     - 0.0195 mm2
   * - Fraction of layout cells with a size suffix above 1
     - 42.2%
   * - Xor-xnor portion of the synthesized cell area
     - 0%
   * - Total power density per cell area
     - 1160 mW/mm2
   * - Library cells used by synthesis
     - 40
   * - Count of H-tree levels built during CTS
     - 1
   * - Clock Pin Slew Worst Setup and Hold Paths
     - 0.06 ns
   * - Number of clock buffers inserted by TritonCTS
     - 25
   * - Endpoint class of the critical path
     - register
per-stage QoR:
step | setup slack [ns] | utilization (%) | hold WS [ns] | setup TNS, ns
floorplan | -0.319 | - | 0.00441 | -46.31
global placement | -0.881 | 59.5 | 0.261 | -174.74
detailed placement | -0.934 | 59.5 | 0.265 | -182.58
CTS | 0.0141 | 64.8 | -0.286 | 0
global route | -0.0195 | 65.3 | -0.266 | -0.100
finish | 0.0145 | 65.4 | -0.277 | 0
flip-flops by register name (all words and copies together), names as in the netlist:
| name | count |
|---|---|
| data_out | 32 |
| reg0 | 32 |
| reg1 | 32 |
| reg2 | 32 |
| reg3 | 32 |
| reg4 | 32 |
| reg5 | 32 |
worst paths after layout:
path | start | endpoint | slack [ns]
worst max register to register | reg2[15] | data_out[15] | 0.16
worst max-delay path | reg_addr[2] | reg3[2] | 0.01
max in group asynchronous | rst_n | reg3[20] | 1.22
worst min-delay path | rst_n | reg2[7] | -0.28
worst min register to register | data_out[27] | data_out[27] | 0.48
min in group clk0 | reg_addr[4] | data_out[21] | 0.44
worst register-to-register path: cells and delay by family, from the launching register on:
family	cells	cell delay [ns]
AOI/OAI and AO/OA	3	0.57
DFF	1	0.38
muxes	1	0.27
cell families (layout without fill, tap and decap cells):
family / count (synthesis) / after routing
multiplexers: 256 / 256
flip-flops: 224 / 224
AND-OR/OR-AND: 87 / 87
AND/OR/NAND/NOR: 84 / 84
buffers and inverters: 51 / 211
other: 0 / 1
metal layers:
metal  vias to the layer above  GRT usage [%]  share of wire (%)  wire length (um)
met5                         -              0                  0                 0
met4                         0           5.60                2.1               516
met3                        35           6.45                5.8              1410
met2                       164           39.9                 46             11200
met1                      3242           41.6                 46             11100
li1                       2889              -                  -                 -
cell type report:
class	count	area (um2)
clock buffers	37	751
multi-input cells	427	4320
well taps	265	332
inverters	1	3.75
fillers	1422	6770
diodes	1	2.50
flip-flops and latches	224	5610
clock inverters	6	62.6
repair buffers	167	1680
power breakdown:
group	leakage, nW	total (mW)	switching, mW	internal (mW)
logic	2.74	1.76	0.684	1.08
registers	3.00	7.10	0.362	6.74
clock network	0.405	5.97	2.36	3.61
Yosys cell counts (2+ instances only):
cell type / count
sky130_fd_sc_hd__nand3b_1: 6
sky130_fd_sc_hd__nand2_1: 29
sky130_fd_sc_hd__o21ai_0: 30
sky130_fd_sc_hd__a22oi_1: 10
sky130_fd_sc_hd__mux2_4: 30
sky130_fd_sc_hd__mux2_1: 3
sky130_fd_sc_hd__buf_6: 3
sky130_fd_sc_hd__o221ai_1: 7
sky130_fd_sc_hd__mux2i_1: 50
sky130_fd_sc_hd__o21ai_1: 5
sky130_fd_sc_hd__mux4_2: 7
sky130_fd_sc_hd__buf_4: 7
sky130_fd_sc_hd__nor2_1: 16
sky130_fd_sc_hd__buf_2: 24
sky130_fd_sc_hd__o22ai_1: 4
sky130_fd_sc_hd__nor2_2: 2
sky130_fd_sc_hd__o211ai_1: 4
sky130_fd_sc_hd__mux2_2: 166
sky130_fd_sc_hd__dfrtp_1: 224
sky130_fd_sc_hd__a221oi_1: 18
sky130_fd_sc_hd__a22o_1: 7
sky130_fd_sc_hd__nand3_1: 16
sky130_fd_sc_hd__or4b_1: 2
sky130_fd_sc_hd__nor3b_2: 2
sky130_fd_sc_hd__clkbuf_1: 14
sky130_fd_sc_hd__nand3_2: 2
what timing repair did:
item | CTS | global route
gates cloned | 3 | 1
endpoints found under the setup margin | 256 | 28
setup buffers | 21 | 1
endpoints found under the hold margin | 46 | 46
gates resized | 53 | 20
pin swaps | 3 | 2
No activity file was given, so power comes from the tool's default toggle rates.
